### flow/run.sh
#!/bin/bash
# OpenROAD 26Q1-2900-gdf79404cd8, Yosys 0.63+post, stock flow scripts
make -C /OpenROAD-flow-scripts/flow DESIGN_CONFIG=/design/flow/config.mk WORK_HOME=/design/flow/orfs finish
### flow/constraint.sdc
current_design control_unit

set clk_period 13.0
set clk_io_pct 0.2

create_clock -name clk0 -period $clk_period [get_ports {clk}]

set non_clock_inputs [all_inputs -no_clocks]
set_input_delay [expr $clk_period * $clk_io_pct] -clock clk0 $non_clock_inputs
set_output_delay [expr $clk_period * $clk_io_pct] -clock clk0 [all_outputs]
### flow/design.v
`default_nettype none
module control_unit
	#(
		parameter n_blocks 			= 256,
		parameter data_width 		= 16
	)
	(
		input wire clk,
		input wire reset,
		input wire [7:0] in_byte,
		input wire in_valid,
		output reg [$clog2(n_blocks)	  - 1 : 0] block_target,
		output reg reg_target,
		output reg [32	  - 1 : 0] instr_out,
		output reg [data_width 			  - 1 : 0] data_out,
		output reg [2 * data_width 		  - 1 : 0] delay_size_out,
		output reg [2 * data_width 		  - 1 : 0] init_delay_out,
		output reg [1:0] block_instr_write,
		output reg [1:0] block_reg_write,
		output reg [1:0] reg_writes_commit,
		input wire [1:0] pipeline_regfiles_syncing,
		output reg [1:0] alloc_delay,
		output reg [1:0] pipeline_full_reset,
		input wire [1:0] pipeline_resetting,
		output reg [1:0] pipeline_enables,
		output reg [1:0] pipeline_reset,
		output reg swap_pipelines,
		input wire pipelines_swapping,
		output reg current_pipeline,
		output reg set_input_gain,
		output reg set_output_gain,
		output reg next,
		output reg health_monitor_enable,
		output reg health_monitor_reset,
		input wire health,
		output reg invalid,
		output wire [7:0] control_state,
		output reg  [7:0] spi_byte_out
	);
	reg [7:0] in_byte_latched;
	reg [7:0] command = 0;
	localparam instr_n_bytes = 32 / 8;
	reg [2:0] state = READY;
	reg [2:0] state_prev = READY;
    assign control_state = {4'd0, timeout_blinker, timeout_active, programming, |state};
	reg wait_one = 0;
	wire ready = (state == READY);
	localparam block_bytes 		= (n_blocks > 256) ? 2 : 1;
	localparam data_bytes		= (data_width == 24) ? 3 : 2;
	localparam instr_bytes   	= 4;
	localparam delay_addr_bytes = 3;
	localparam max_bytes_needed = 6;
	reg [$clog2(max_bytes_needed) - 1 : 0] byte_ctr;
	reg [$clog2(max_bytes_needed) - 1 : 0] bytes_needed;
	reg [max_bytes_needed * 8 - 1 : 0] bytes_in;
	wire [7:0] byte_0_in = bytes_in[7:0];
	wire [7:0] byte_1_in = bytes_in[15:8];
	wire [7:0] byte_2_in = bytes_in[23:16];
	wire [7:0] byte_3_in = bytes_in[31:24];
	wire [7:0] byte_4_in = bytes_in[39:32];
	wire [7:0] byte_5_in = bytes_in[47:40];
	wire [8 * block_bytes - 1 : 0] instr_write_block;
	wire [8 * block_bytes - 1 : 0] reg_write_block;
	generate
		if (block_bytes == 2) begin
			assign instr_write_block = {byte_5_in, byte_4_in};
			assign reg_write_block = {byte_3_in, byte_2_in};
		end else begin
			assign instr_write_block = byte_4_in;
			assign reg_write_block = byte_2_in;
		end
	endgenerate
    localparam READY      		  = 3'd0;
    localparam LISTEN     		  = 3'd1;
    localparam EXECUTE    		  = 3'd2;
    localparam SWAP_WARMUP  	  = 3'd3;
    localparam SWAP_WAIT  		  = 3'd4;
    localparam RESET_WAIT 		  = 3'd5;
    localparam INITIAL_RESET_WAIT = 3'd6;
	wire front_pipeline = current_pipeline;
	wire back_pipeline = ~current_pipeline;
    reg [15 : 0] total_bytes;
    reg [31:0] timeout_ctr;
    reg [31:0] timeout_max;
    reg timeout;
    wire timeout_blinker = |timeout_blinker_ctr;
    reg [31:0] timeout_blinker_ctr;
    reg programming;
    reg ignore_command;
    reg timeout_active;
    localparam warmup_cycles = 326530;
    reg warmup;
    reg [31:0] warmup_ctr;
    localparam SPI_RESPONSE_OK 				= 8'd0;
    localparam SPI_RESPONSE_INITIALISING	= 8'd1;
    localparam SPI_RESPONSE_PROGRAMMING 	= 8'd2;
    localparam SPI_RESPONSE_REJECTED		= 8'd3;
    localparam SPI_RESPONSE_TIMEOUT			= 8'd4;
	always @(posedge clk) begin
		reg_writes_commit <= 0;
		wait_one <= 0;
		next 	<= 0;
		invalid <= 0;
		swap_pipelines <= 0;
		pipeline_reset <= 0;
		pipeline_full_reset <= 0;
		block_instr_write <= 0;
		block_reg_write   <= 0;
		alloc_delay <= 0;
		set_input_gain  <= 0;
		set_output_gain <= 0;
        timeout <= 0;
        state_prev <= state;
        health_monitor_reset <= 0;
		pipeline_enables <= 2'b00;
		if (reset) begin
			state 		<= INITIAL_RESET_WAIT;
            state_prev  <= INITIAL_RESET_WAIT;
			pipeline_full_reset <= 2'b11;
			wait_one <= 1;
			current_pipeline <= 0;
			byte_ctr <= 0;
			bytes_in <= 0;
			health_monitor_enable <= 0;
            total_bytes <= 0;
            programming <= 0;
            reg_target <= 0;
            ignore_command <= 0;
            timeout_active <= 0;
			ignore_command <= 0;
			timeout_ctr <= 0;
            timeout_max <= 32'd11250000;
            spi_byte_out <= SPI_RESPONSE_INITIALISING;
		end else if (timeout) begin
			pipeline_full_reset[back_pipeline] <= 1;
			programming 	<= 0;
			timeout_active 	<= 0;
			timeout_ctr 	<= 0;
			ignore_command  <= 0;
			state 			<= RESET_WAIT;
            timeout_max 	<= 32'd11250000;
            spi_byte_out 	<= SPI_RESPONSE_TIMEOUT;
            timeout_blinker_ctr <= 32'd112500000;
		end else begin
			if (timeout_active | programming) begin
				if ((wait_one && in_valid) || state_prev != state)
					timeout_ctr <= 0;
				else if (timeout_ctr == timeout_max - 1)
					timeout <= 1;
				else
					timeout_ctr <= timeout_ctr + 1;
			end
			if (timeout_blinker_ctr != 0)
				timeout_blinker_ctr <= timeout_blinker_ctr - 1;
			case (state)
				READY: begin
					timeout_active <= 0;
					ignore_command <= 0;
					if (!wait_one && in_valid) begin
						command <= in_byte;
						wait_one <= 1;
						next <= 1;
						state <= LISTEN;
						byte_ctr <= 0;
						bytes_in <= 0;
                        total_bytes <= total_bytes + 1;
						case (in_byte)
							8'd1: begin
								programming <= 1;
								state <= READY;
								spi_byte_out <= 0;
								spi_byte_out <= SPI_RESPONSE_PROGRAMMING;
							end
							8'd2: begin
								bytes_needed <= block_bytes + instr_bytes;
								if (!programming) ignore_command <= 1;
							end
							8'd3: begin
								reg_target <= 0;
								bytes_needed <= block_bytes + data_bytes;
								if (!programming) ignore_command <= 1;
							end
							8'd4: begin
								reg_target <= 1;
								bytes_needed <= block_bytes + data_bytes;
								if (!programming) ignore_command <= 1;
							end
							8'd5: begin
								bytes_needed <= 2 * delay_addr_bytes;
								if (!programming) ignore_command <= 1;
							end
							8'd13: begin
								reg_target <= 0;
								bytes_needed <= block_bytes + data_bytes;
							end
							8'd14: begin
								reg_target <= 1;
								bytes_needed <= block_bytes + data_bytes;
							end
							8'd15: begin
								reg_writes_commit[front_pipeline] <= 1;
								state <= READY;
							end
							8'd10: begin
								if (programming) begin
									programming <= 0;
									reg_writes_commit[back_pipeline] <= 1;
									pipeline_enables [back_pipeline] <= 1;
									health_monitor_enable <= 1;
									health_monitor_reset <= 1;
									warmup_ctr <= 0;
									state <= SWAP_WARMUP;
								end else begin
									state <= READY;
								end
							end
							8'd11: begin
								bytes_needed <= data_bytes;
							end
							8'd12: begin
								bytes_needed <= data_bytes;
							end
							default: begin
								state <= READY;
							end
						endcase
					end
				end
				LISTEN: begin
					timeout_active <= 1;
					if (!wait_one && in_valid) begin
						bytes_in <= (bytes_in << 8) | in_byte;
						if (byte_ctr == bytes_needed - 1) begin
							state <= ignore_command ? READY : EXECUTE;
							timeout_active <= 0;
						end else begin
							byte_ctr <= byte_ctr + 1;
						end
						next <= 1;
						wait_one <= 1;
					end
				end
				EXECUTE: begin
					case (command)
						8'd2: begin
							block_target <= instr_write_block;
							instr_out 	 <= {byte_3_in, byte_2_in, byte_1_in, byte_0_in};
							block_instr_write[back_pipeline] <= 1;
							state <= READY;
							wait_one <= 1;
						end
						8'd3: begin
							timeout_active <= 1;
							if (!pipelines_swapping && !pipeline_resetting[back_pipeline] && !pipeline_regfiles_syncing[back_pipeline]) begin
								block_target <= reg_write_block;
								reg_target <= 0;
								data_out <= {byte_1_in, byte_0_in};
								block_reg_write[back_pipeline] <= 1;
								state <= READY;
							end
						end
						8'd4: begin
							timeout_active <= 1;
							if (!pipelines_swapping && !pipeline_resetting[back_pipeline] && !pipeline_regfiles_syncing[back_pipeline]) begin
								block_target <= reg_write_block;
								reg_target <= 1;
								data_out <= {byte_1_in, byte_0_in};
								block_reg_write[back_pipeline] <= 1;
								state <= READY;
							end
						end
						8'd5: begin
							delay_size_out <= {8'd0, byte_5_in, byte_4_in, byte_3_in};
							init_delay_out <= {8'd0, byte_2_in, byte_1_in, byte_0_in};
							alloc_delay[back_pipeline] <= 1;
							state <= READY;
						end
						8'd13: begin
							timeout_active <= 1;
							if (pipelines_swapping) begin
								state <= READY;
							end else if (!pipeline_regfiles_syncing[front_pipeline]) begin
								block_target <= reg_write_block;
								reg_target <= 0;
								data_out <= {byte_1_in, byte_0_in};
								block_reg_write[front_pipeline] <= 1;
								state <= READY;
							end
						end
						8'd14: begin
							timeout_active <= 1;
							if (pipelines_swapping) begin
								state <= READY;
							end else if (!pipeline_regfiles_syncing[front_pipeline]) begin
								block_target <= reg_write_block;
								reg_target <= 1;
								data_out <= {byte_1_in, byte_0_in};
								block_reg_write[front_pipeline] <= 1;
								state <= READY;
							end
						end
						8'd11: begin
							data_out <= {byte_1_in, byte_0_in};
							set_input_gain <= 1;
							state <= READY;
						end
						8'd12: begin
							data_out <= {byte_1_in, byte_0_in};
							set_output_gain <= 1;
							state <= READY;
						end
					endcase
				end
				SWAP_WARMUP: begin
					timeout_active <= 0;
					if (warmup_ctr == warmup_cycles) begin
						if (health) begin
							swap_pipelines <= 1;
							swap_pipelines <= 1;
							state <= SWAP_WAIT;
							spi_byte_out <= SPI_RESPONSE_OK;
						end else begin
							pipeline_full_reset[back_pipeline] <= 1;
							state <= READY;
							spi_byte_out <= SPI_RESPONSE_REJECTED;
						end
						health_monitor_enable <= 0;
						health_monitor_reset <= 1;
						warmup_ctr <= 0;
					end else begin
						warmup_ctr <= warmup_ctr + 1;
					end
				end
				SWAP_WAIT: begin
					timeout_active <= 1;
					if (!wait_one && !pipelines_swapping) begin
						current_pipeline <= ~current_pipeline;
						pipeline_full_reset[front_pipeline] <= 1;
						pipeline_enables   [front_pipeline] <= 0;
						wait_one <= 1;
						state <= RESET_WAIT;
					end
				end
				RESET_WAIT: begin
					timeout_active <= 1;
					if (!wait_one && !(|pipeline_resetting)) begin
						state <= READY;
					end
				end
				INITIAL_RESET_WAIT: begin
					timeout_active <= 1;
					if (!wait_one && !(|pipeline_resetting[front_pipeline])) begin
						state <= READY;
						pipeline_enables[front_pipeline] <= 1;
						spi_byte_out <= SPI_RESPONSE_OK;
					end
				end
			endcase
		end
	end
endmodule
`default_nettype wire
### flow/config.mk
export PLATFORM = sky130hd
export DESIGN_NAME = control_unit
export DESIGN_NICKNAME = control_unit
export VERILOG_FILES = /design/flow/design.v
export SDC_FILE = /design/flow/constraint.sdc
export NUM_CORES = 4
export LEC_CHECK = 1
export CORE_UTILIZATION = 50
==> reports/README.md <==
| Parameter | This run |
|---|---|
| Worst slew slack as a fraction of its limit | 41.31% |
| Post-Synthesis Cells | 1206 |
| Critical Path Sink Type | output pin |
| Top Usage Layer GRT | met1 |
| Buffers and inverters on the worst path | 2 |
| Count of hold-fix buffers inserted at cts | 0 |
| Clock slew seen by the registers of the worst setup and hold paths | 0.06 ns |
| Via count | 9045 |
| Worst Path Max Fanout | 7 |
| I/O pins | 176 |
| Count of filler cells inserted in the layout | 2030 |
| Setup crit start kind | register |
| Post-detail-place hpwl | 18690 um |
| Number of H-tree branching levels | 1 |
| Via density per instance | 5.317 |
| Cell Area, Synth | 0.01292 mm^2 |
| Utilization after layout | 62.53% |
| Chip area | 0.02649 mm^2 |
| Y dimension of the die | 162.7 um |
| Portion of the post-synthesis area used by sequential elements | 60.12% |
| Layout Cells excl Fill | 1701 |
| Count of antenna diodes in the layout | 0 |
| Horizontal die dimension | 162.7 um |
| Number of global-route vias before repair | 8588 |
| Clock tree from TritonCTS | done |
| Critical path data arrival time | 3.09 ns |
| Worst hold margin | 0.4349 ns |
| Most frequent CP cell | nor3_1 |
| CP peak stage delay | 0.57 ns |
| Async S/R FF share, synth | 0% |
| Worst vdd ir | 0.0001128 V |
| Number of CTS-inserted buffers | 31 |
| Top cells by area | edfxtp_1 (41%), dfxtp_1 (19%), nand2_1 (4.4%) |
| Post-route clock period utilization | 43.78% |
| Flop and latch count out of synthesis | 300 |
| Syn_area_per_cell | 10.71 um^2 |
| Number of buffers between clock root and the deepest sink | 3 |
| Finish-stage setup viols | 0 |
| First-iteration detailed-routing DRC count | 581 |
| Category of the critical setup timing path | register to output pin |
| Max Fclk | 175.7 MHz |
| Setup repair after global routing missed its margin | no |
| Remaining antenna violation count after routing | 0 |
| Yosys Instances | 1206 |
| Synth top area share | 40.91% |
| Final hold vios | 0 |
| Slowest stage cell on the critical path | or4_1 |
| Fin. max-slew vios | 0 |
| Overall global routing resource usage | 23.09% |
| Actual slew at the worst max-slew pin | 0.8723 ns |
| Critical path cell sequence | or4_1, or2_1, nor3_1, nand2b_1, nor3_1, inv_1, clkdlybuf4s50_1 |
| Largest net degree at the start of global routing | 51 |
| Distinct cell type count after synthesis | 67 |
| Chip Area, Yosys | 0.01292 mm^2 |
| DR WL/cell | 16.41 um |
| Buffers inserted by post-CTS timing repair | 0 |
| Final clock skew | 0.01059 ns |
| Remaining routing DRC violations | 0 |
| GRT met1 Usage | 38.15% |
| Cells resized by post-CTS repair | 0 |
| Wirelength, routed | 27910 um |
| Met3 track utilization from global routing | 5.429% |
| Total power divided by cell area | 135.6 mW/mm^2 |
| Number of warnings reported in the yosys synthesis log | 1 |
| Setup Total Neg Slack | 0 ns |
| Top delay family on crit path | simple AND/OR/NAND/NOR gates |
| Routability cong. | 0.8452 |
| Met2 global-route usage | 34.24% |
| Number of antenna violations at the first check in global routing | 0 |
| P_leak | 0.005193 uW |
| Sink count of the clock tree | 300 |
| Iteration count of the initial detailed-routing pass | 5 |
| Wire length of the first global-routing pass | 45270 um |
| Remaining global-route overflow | 0 |
| Ys flop type | edfxtp_1 |
| Placed cell count | 1643 |
| Synthesis-to-finish area growth | 22.23% |
| Number of max-cap violations | 0 |
| Number of flops mapped to enable cells by yosys | 176 |
| Total core area | 0.02525 mm^2 |
| Type of the tightest min-delay check | register to register |
| Clock insertion delay at the later pin of the skew report | 0.56 ns |
| Result of the run | completed |
| Final critical-path required period | 5.692 ns |
| Data required time of the worst path | 10.40 ns |
| Fraction of layout cells with a size suffix above 1 | 8.315% |
| Area leader, netlist | edfxtp_1 |
| Number of logged tool warnings | 27 |
| Count of port buffers added during placement | 147 |
| Initial cell density of the core | 51.16% |
| Root buffer cell | clkbuf_16 |
| Core Rows | 58 |
path summary, 6_finish.rpt:
path                            from            endpoint  slack, ns  cells past startpoint
max          timeout_blinker_ctr[23]    control_state[3]       7.31                      7
min                     bytes_in[47]  delay_size_out[23]       0.43                      0
max reg2reg                  timeout  delay_size_out[15]      10.24                      5
min reg2reg             bytes_in[47]  delay_size_out[23]       0.43                      0
per-layer routing:
layer | share of wire (%) | vias up
met5 | 0 | -
met4 | 1.8 | 0
met1 | 45 | 4235
met3 | 6.2 | 42
met2 | 47 | 258
li1 | - | 4510
metrics by stage:
stage	instance area [um^2]	power [uW]	setup slack, ns
2_1_floorplan	13020	1169	4.220
3_5_place_dp	14650	1215	7.630
5_1_grt	15790	2223	7.144
6_report	15790	2141	7.308
4_1_cts	15790	2167	7.313
3_3_place_gp	14650	1215	7.732
layout make-up:
class	instances	area, um^2	share of cell area (%)
sequential	300	7767	49.18
inverter	24	90.09	0.5704
timing repair buffer	167	1622	10.27
clock buffer	42	963.4	6.100
tap	330	412.9	2.614
multi-input combinational	822	4762	30.15
clock inverter	16	175.2	1.109
report_power, final:
part / switching (uW) / internal (uW)
Clock: 366 / 580
Combinational: 93.4 / 59.7
Sequential: 21.5 / 1020
Total: 481 / 1660
cell usage after synthesis (3+ instances only):
cell / count
xnor2_1: 53
a21o_1: 5
nor2_1: 128
ha_1: 6
inv_1: 23
buf_2: 5
nand3b_1: 4
nand3_1: 38
and2_1: 5
dfxtp_1: 124
or3_1: 20
mux2_2: 8
or4_1: 4
nor3_1: 34
nand4_1: 25
nand2_1: 152
a211oi_1: 4
buf_4: 31
edfxtp_1: 176
nor4b_1: 13
a31oi_1: 7
or2_2: 9
nor3b_1: 7
mux2i_1: 9
nor2b_1: 11
o21ai_0: 29
nand2b_1: 12
nor4_1: 21
a21oi_1: 82
clkbuf_1: 49
o211ai_1: 4
and4_1: 5
o21bai_1: 3
and3_1: 20
xor2_1: 39
cell families after synthesis:
| group | after synthesis | synth area share (%) |
|---|---|---|
| and+or+nand+nor | 529 | 20.81 |
| buffers and inverters | 111 | 4.174 |
| adders and majority gates | 6 | 0.5810 |
| DFF | 300 | 60.12 |
| muxes | 17 | 1.395 |
| xor gates and xnor gates | 92 | 6.237 |
| other | 1 | 0.02903 |
| AOI/OAI and AO/OA | 150 | 6.653 |
state kept, by name, indices dropped and copies added, names as in the netlist, 16 cells and up, named ones only:
name	cells
bytes_in	48
data_out	16
delay_size_out	24
init_delay_out	24
instr_out	32
timeout_blinker_ctr	32
timeout_ctr	32
warmup_ctr	32
cell usage in the layout, fill, tap and decap left out, drive strengths merged, types with 4 or more instances in the layout:
master | synthesis | routed
edfxtp | 176 | 176
nand2 | 152 | 152
clkdlybuf4s50 | 0 | 147
nor2 | 128 | 128
dfxtp | 124 | 124
a21oi | 82 | 82
xnor2 | 53 | 53
clkbuf | 49 | 42
xor2 | 39 | 39
nand3 | 38 | 38
nor3 | 36 | 36
o21ai | 31 | 31
conb | 1 | 28
nand4 | 27 | 27
inv | 23 | 25
nor4 | 25 | 25
and3 | 21 | 21
or3 | 20 | 20
buf | 38 | 20
nor4b | 13 | 13
nand2b | 12 | 12
nor2b | 11 | 11
or2 | 10 | 10
mux2i | 9 | 9
mux2 | 8 | 8
nor3b | 7 | 7
a31oi | 7 | 7
clkinv | 1 | 7
ha | 6 | 6
a21o | 5 | 5
and4 | 5 | 5
and2 | 5 | 5
clkinvlp | 0 | 5
or4 | 5 | 5
nand3b | 4 | 4
o211ai | 4 | 4
a211oi | 4 | 4
Power is estimated from default activity; no workload was simulated.
