## run.sh

```bash
#!/bin/bash
# OpenROAD 26Q1-2900-gdf79404cd8, Yosys 0.63+post, stock flow scripts
make -C /OpenROAD-flow-scripts/flow DESIGN_CONFIG=/design/flow/config.mk WORK_HOME=/design/flow/orfs finish
```

## config.mk

```make
export PLATFORM = sky130hd
export DESIGN_NAME = rr_arbiter_handle
export DESIGN_NICKNAME = rr_arbiter_handle
export VERILOG_FILES = /design/flow/design.v
export SDC_FILE = /design/flow/constraint.sdc
export NUM_CORES = 4
export LEC_CHECK = 1
export CORE_AREA = 10 10 345 345
export DIE_AREA = 0 0 355 355
```

## constraint.sdc

```tcl
current_design rr_arbiter_handle

set clk_period 5.5
set clk_io_pct 0.2

create_clock -name clk0 -period $clk_period [get_ports {clk}]

set non_clock_inputs [all_inputs -no_clocks]
set_input_delay [expr $clk_period * $clk_io_pct] -clock clk0 $non_clock_inputs
set_output_delay [expr $clk_period * $clk_io_pct] -clock clk0 [all_outputs]
```

## design.v

```verilog
`default_nettype none
module rr_arbiter
	#(
		parameter req_data_width = 16,
		parameter server_data_width = 16,
		parameter n_clients = 32
	)
	(
		input wire clk,
		input wire reset,
		input wire [(n_clients * req_data_width) - 1 : 0] req_data,
		input wire [n_clients  - 1 : 0] reqs,
		output reg [server_data_width - 1 : 0] data_out,
		output reg [n_clients  - 1 : 0] readies,
		output reg [req_data_width - 1 : 0] arbiter_req_data,
		output reg arbiter_req,
		input wire [server_data_width - 1 : 0] server_data,
		input wire server_ready
	);
	localparam client_id_width = $clog2(n_clients);
	reg [client_id_width - 1 : 0] client = 0;
	reg [7:0] state = 0;
	reg wait_one = 0;
	integer i;
	always @(posedge clk) begin
		arbiter_req <= 0;
		if (reset) begin
			client 		<= 0;
			state 		<= 0;
			readies 	<= 0;
			wait_one 	<= 0;
		end
		else begin
			readies <= 0;
			case (state)
				0: begin
					if (reqs[client]) begin
						arbiter_req_data <= req_data[n_clients * client +: req_data_width];
						arbiter_req <= 1;
						state <= 1;
						wait_one <= 1;
					end
					else begin
						if (client == (n_clients - 1)) begin
							client <= 0;
						end
						else begin
							client <= client + 1;
						end
					end
				end
				1: begin
					arbiter_req <= 0;
					if (!wait_one && server_ready) begin
						data_out <= server_data;
						readies[client] <= 1;
						state <= 0;
						if (client == (n_clients - 1)) begin
							client <= 0;
						end
						else begin
							client <= client + 1;
						end
					end
					wait_one <= 0;
				end
			endcase
		end
	end
endmodule
module rr_arbiter_handle
	#(
		parameter req_data_width 	= 16,
		parameter handle_width 		= 8,
		parameter server_data_width = 16,
		parameter n_clients 		= 32
	)
	(
		input wire clk,
		input wire reset,
		input wire [n_clients * req_data_width - 1 : 0] req_data_flat,
		input wire [n_clients * handle_width   - 1 : 0] req_handles_flat,
		input wire [n_clients  	   - 1 : 0] reqs,
		output reg [server_data_width - 1 : 0] data_out,
		output reg [n_clients  - 1 : 0] readies,
		output reg [req_data_width 	- 1 : 0] arbiter_req_data,
		output reg [handle_width 	- 1 : 0] arbiter_req_handle,
		output reg arbiter_req,
		input wire [server_data_width - 1 : 0] server_data,
		input wire server_ready
	);
	wire [req_data_width-1:0] req_data	 [0:n_clients-1];
	wire [handle_width-1:0]   req_handles  [0:n_clients-1];
	genvar i;
	generate
		for (i = 0; i < n_clients; i = i + 1) begin : UNFLATTEN
			assign req_data[i] =
				req_data_flat[i * req_data_width +: req_data_width];
			assign req_handles[i] =
				req_handles_flat[i * handle_width +: handle_width];
		end
	endgenerate
	localparam client_id_width = $clog2(n_clients);
	reg [client_id_width 	- 1 : 0] client = 0;
	reg [7:0] state = 0;
	reg wait_one = 0;
	always @(posedge clk) begin
		arbiter_req <= 0;
		if (reset) begin
			client 	<= 0;
			state 	<= 0;
			readies <= 0;
		end
		else begin
			readies <= 0;
			case (state)
				0: begin
					if (reqs[client]) begin
						arbiter_req_data 	<= req_data[client];
						arbiter_req_handle 	<= req_handles[client];
						arbiter_req 		<= 1;
						state <= 1;
						wait_one <= 1;
					end
					else begin
						if (client == (n_clients - 1)) begin
							client <= 0;
						end
						else begin
							client <= client + 1;
						end
					end
				end
				1: begin
					arbiter_req <= 0;
					if (!wait_one && server_ready) begin
						data_out <= server_data;
						readies[client] <= 1;
						state <= 0;
						if (client == (n_clients - 1)) begin
							client <= 0;
						end
						else begin
							client <= client + 1;
						end
					end
					wait_one <= 0;
				end
			endcase
		end
	end
endmodule
`default_nettype wire
```

==> reports/qor.txt <==
DR pass1 iterations = 6
Top-Level Pins = 892
Synth-to-Final Area Change = 132%
Hold Worst Slack = 0.579 ns
die height = 355 µm
fp util = 7.76%
Area after DPL = 19600 µm²
CP startpoint kind = register
Latency at later pin = 0.40 ns
number of distinct library cells after synthesis = 71
DR DRC count = 0
vias per cell = 4.29
clock-pin slew on the worst setup and hold paths = 0.08 ns
outcome = finished clean
crit end category = register
via count = 14800
# setup viols final = 0
Overall Power = 5.52 mW
maxcap violations = 0
grt total ovfl = 0
met1 Resource Use GR = 31.2%
DIE WIDTH = 355 µm
gr usage total = 24.6%
total wire length = 160000 µm
CTS Root Cell = clkbuf_16
Starting DRT DRC Count = 1561
routed len/inst = 46.5 µm
cell row count = 122
endpoints failing hold = 0
EDFF count, synth = 41
crit path max fanout = 25
synthesized cell area = 8620 µm²
Lkg Pwr = 6.40 nW
setup bufs post-CTS = 0
WP data arrival = 4.56 ns
IO buf count = 891
CTS Buf Count = 9
Core Util, Final = 18.0%
Rel. slew slack = 19.2%
Top FF cell, synth = edfxtp_1
initial antenna violation count = 197
pin count of the biggest net entering global routing = 42
CTS tree = built
Worst-Margin Slew = 1.21 ns
chip area = 126000 µm²
Hold Crit Class = register to register
maximum vdd drop = 0.189 mV
f_max = 0.225 GHz
Synth Instances = 1033
proportion of layout cells with a drive suffix above 1 = 8.58%
Synth flops = 80
hold buffers post-CTS = 0
fin. max-slew vios = 0
minimum clock period = 4.44 ns
clk buf depth = 2
Final period util = 80.7%
pwr dens = 275 nW/µm²
H-Tree Depth = 3
YS warnings = 1
Max Clock Skew = 0.0175 ns
DP HPWL = 142000 µm
post-cts sizing count = 0
cell count in the Yosys report = 1033
tool warnings = 29
fraction of registers with async set/reset = 0%
busiest layer in global routing = met2
TritonCTS Sinks = 80
WP data required = 5.62 ns
register share after synthesis = 23.3%
global-route wire length before repair = 192000 µm
Post-DRT Antenna Nets = 0
vias in the first global route = 15000
mean area per synthesized cell = 8.35 µm²
final instance area = 20000 µm²
setup TNS = 0 ns
Core ar. = 111000 µm²
met2 Track Usage GR = 37.2%
reg-to-reg setup timing slack = 1.06 ns
RSZ-0062 raised after global routing = false
Final GP Congestion = 1.01
critical path class = register to register
met3 Use GR = 11.5%
Yosys chip area = 8620 µm²
[metrics by stage]
stage	setup WS, ns	std cells
2_1_floorplan	1.39	1033
3_3_place_gp	0.909	3395
3_5_place_dp	0.901	3395
4_1_cts	0.887	3411
5_1_grt	0.723	3437
6_report	1.06	3452
[cells by family after synthesis]
group                      count (synthesis)  synth area share, %
xor gates and xnor gates                   4                0.406
adders and majority gates                  7                 1.02
DFF                                       80                 23.3
buffers and inverters                    109                 6.43
and+or+nand+nor                          317                 16.8
AOI/OAI and AO/OA                        396                 36.4
muxes                                    120                 15.6
[placed cells by master, fill, tap and decap left out, drive strengths merged, types with 8 or more instances in the layout]
cell type,instances
o22ai,36
edfxtp,41
clkbuf,11
mux2,19
buf,83
a221oi,31
a41oi,8
dfxtp,39
nand2,98
diode,41
a31oi,17
a22o,28
and3,8
and2,11
a32oi,16
nor3,13
inv,9
nand4,8
a21oi,19
mux2i,92
a221o,8
a2111oi,14
o21ai,20
nor4,8
nor2,116
clkdlybuf4s50,891
a222oi,35
o211ai,14
mux4,9
nand3,25
a22oi,110
[routing by layer]
layer / share of wire (%) / vias up
met3: 11 / 342
met5: 0.69 / -
li1: - / 6055
met4: 3.1 / 178
met2: 44 / 1063
met1: 41 / 7188
[critical path, stage by stage, from the launching register on]
cell and delay [ns]:
dfxtp_1 0.71, inv_1 0.23, ha_1 0.49, and2_1 0.25, ha_2 0.16, buf_4 0.27
a222oi_1 0.87, o211ai_1 0.45, a2111oi_0 0.52, a31oi_1 0.15
[cell usage after synthesis (all sizes together) (3+ instances only)]
cell type  instances  area [µm²]
nor2             116         440
a22oi            110         831
nand2             98         373
mux2i             92         921
buf               63         382
edfxtp            41        1230
dfxtp             39         781
clkbuf            37         139
o22ai             36         225
a222oi            35         350
a221oi            31         278
a22o              28         245
nand3             25         125
o21ai             20         108
a21oi             19        98.9
mux2              19         214
a31oi             17         106
a32oi             16         140
a2111oi           14         141
o211ai            14         110
nor3              13        65.1
and2              11        68.8
mux4               9         210
a221o              8        80.1
a41oi              8        70.1
and3               8        50.1
inv                8        30.0
nand4              8        50.1
nor4               8        50.1
a2bb2oi            7        61.3
ha                 7        87.6
nor2b              7        43.8
nand2b             6        37.5
o221ai             6        52.6
a211oi             5        37.5
o2111ai            5        43.8
a32o               4        40.0
and3b              4        35.0
nor3b              4        30.0
o32ai              3        26.3
[final timing paths]
kind	start	end	cells past startpoint
max reg2reg	client[0]	arbiter_req_handle[1]	9
min	state[0]	arbiter_req	1
min reg2reg	state[0]	arbiter_req	1
max	client[0]	arbiter_req_handle[1]	9
[power breakdown]
part           switching [mW]  total [mW]  internal [mW]
clock                   0.301       0.683          0.382
sequential              0.156       0.972          0.816
combinational            2.37        3.87           1.49
total                    2.83        5.52           2.69
[registers in the layout, summed over array words and instances, names as in the netlist]
name	flops
readies	32
state	1
arbiter_req_data	16
client	5
data_out	16
wait_one	1
arbiter_req	1
arbiter_req_handle	8
[layout make-up]
cell class	count	area [µm²]
tap	1488	1860
clock buffer	11	254
timing repair buffer	974	9540
multi-input combinational	844	6160
fill	12500	91100
antenna	41	103
sequential	80	2020
clock inverter	5	61.3
inverter	9	33.8
Power figures rest on the tool's default switching activity, not on a simulated workload.
