$ cat flow/run.sh
#!/bin/bash
# OpenROAD 26Q1-2900-gdf79404cd8, Yosys 0.63+post, stock flow scripts
make -C /OpenROAD-flow-scripts/flow DESIGN_CONFIG=/design/flow/config.mk WORK_HOME=/design/flow/orfs finish
$ cat flow/constraint.sdc
current_design delay_master

set clk_period 38.8
set clk_io_pct 0.2

create_clock -name clk0 -period $clk_period [get_ports {clk}]

set non_clock_inputs [all_inputs -no_clocks]
set_input_delay [expr $clk_period * $clk_io_pct] -clock clk0 $non_clock_inputs
set_output_delay [expr $clk_period * $clk_io_pct] -clock clk0 [all_outputs]
$ cat flow/design.v
`default_nettype none
module delay_master #(parameter data_width  = 16,
					  parameter n_buffers   = 32,
					  parameter memory_size = 8192)
	(
		input wire clk,
		input wire reset,
		input wire enable,
		input wire read_req,
		input wire alloc_req,
		input wire write_req,
		output reg signed [data_width - 1 : 0] data_out,
		output reg read_valid,
		output reg write_ack,
		input wire [data_width - 1 : 0] read_handle,
		input wire [data_width - 1 : 0] write_handle,
		input wire signed [data_width - 1 : 0] write_data,
		input wire signed [data_width - 1 : 0] write_inc,
		input wire [	addr_width - 1 : 0] alloc_size,
		input wire [2 * data_width - 1 : 0] alloc_delay,
		output reg mem_read_req,
		output reg mem_write_req,
		output reg 		  [addr_width - 1 : 0] mem_read_addr,
		input wire signed [data_width - 1 : 0] mem_data_in,
		output reg [addr_width - 1 : 0] mem_write_addr,
		output reg signed [data_width - 1 : 0] mem_data_out,
		input wire mem_read_valid,
		input wire mem_write_ack,
		output reg invalid_read,
		output reg invalid_write,
		output reg invalid_alloc,
		output wire any_buffers
	);
	localparam DELAY_FORMAT = 8;
	localparam addr_width   = $clog2(memory_size);
	localparam delay_width  = addr_width + DELAY_FORMAT;
	localparam handle_width = $clog2(n_buffers);
	assign any_buffers = |n_buffers_allocd;
	localparam IDLE 	 	= 3'd0;
	localparam WRITE_1		= 3'd1;
	localparam WRITE_2	 	= 3'd2;
	localparam WRITE_3	 	= 3'd3;
	localparam WRITE_4	 	= 3'd4;
	localparam WRITE_5	 	= 3'd5;
	localparam WRITE_6	 	= 3'd6;
	localparam WRITE_7	 	= 3'd7;
	localparam buf_info_width = addr_width + addr_width + delay_width + addr_width + data_width + 1 + 1;
	reg [buf_info_width - 1 : 0] buf_info [n_buffers - 1 : 0];
	reg [addr_width  - 1 : 0] addr;
	reg [addr_width  - 1 : 0] size;
	reg [delay_width - 1 : 0] delay;
	reg [addr_width  - 1 : 0] position;
	reg signed [data_width : 0] gain;
	reg wrapped;
	reg [buf_info_width - 1 : 0] buf_info_read;
	reg [buf_info_width - 1 : 0] buf_info_write_data;
	reg [buf_info_width - 1 : 0] buf_info_cuck_data;
	reg [handle_width   - 1 : 0] buf_info_write_handle;
	reg [handle_width   - 1 : 0] buf_info_read_handle;
	reg  buf_info_write_enable;
	always @(posedge clk) begin
		if (buf_info_write_enable)
			buf_info[buf_info_write_handle] <= buf_info_write_data;
		buf_info_read <= buf_info[buf_info_read_handle];
	end
	reg [n_buffers  - 1 : 0] buf_data_invalid;
	reg [n_buffers  - 1 : 0] buffer_initd;
	reg [data_width - 1 : 0] buf_data [n_buffers - 1 : 0];
	reg buf_data_write_enable;
	always @(posedge clk) begin
		if (buf_data_write_enable) begin
			buf_data[write_handle_r] <= buf_data_new;
		end
	end
	reg [addr_width - 1 : 0] alloc_addr;
	reg [2:0] write_state;
	wire [addr_width - 1 : 0] delay_offset = delay >> DELAY_FORMAT;
	wire [addr_width - 1 : 0] delay_addr = (delay_offset > position) ? addr + position - delay_offset + size
																		 : addr + position - delay_offset;
	reg [addr_width + DELAY_FORMAT - 1 : 0] write_inc_clamped;
	wire 		[addr_width + DELAY_FORMAT - 1 : 0] max_delay 	   = (size << DELAY_FORMAT);
	wire signed [addr_width + DELAY_FORMAT - 1 : 0] max_delay_inc = max_delay - delay;
	wire signed [addr_width + DELAY_FORMAT - 1 : 0] min_delay_inc = -delay;
	reg [$clog2(n_buffers + 1) - 1 : 0] n_buffers_allocd;
	wire buffers_exhausted 	= (n_buffers_allocd == n_buffers);
	wire alloc_too_big		= alloc_addr + alloc_size > memory_size;
	reg read_wait;
	reg [data_width - 1 : 0] read_wait_handle;
	reg signed [data_width - 1 : 0] buf_data_in;
	reg signed [data_width - 1 : 0] buf_data_new;
	reg signed [data_width - 1 : 0] write_data_r;
	reg signed [data_width - 1 : 0] write_inc_r;
	reg        [data_width - 1 : 0] write_handle_r;
	wire signed [2 * data_width - 1 : 0] product = $signed(buf_data_in) * $signed(gain);
	wire [addr_width  - 1 : 0] alloc_size_wm  = alloc_size [addr_width  - 1 : 0];
	wire [delay_width - 1 : 0] alloc_delay_wm = alloc_delay[delay_width - 1 : 0];
	reg read_wait_one;
	always @(posedge clk) begin
		write_ack <= 0;
		read_valid <= 0;
		buf_info_write_enable <= 0;
		buf_data_write_enable <= 0;
		invalid_alloc <= 0;
		invalid_write <= 0;
		invalid_read  <= 0;
		read_wait_one <= 0;
		if (reset) begin
			write_state <= IDLE;
			buf_data_invalid <= 0;
			n_buffers_allocd <= 0;
			buffer_initd <= 0;
			alloc_addr <= 0;
			read_wait <= 0;
			mem_read_req <= 0;
			mem_write_req <= 0;
		end else if (alloc_req) begin
			if (alloc_too_big || buffers_exhausted) begin
				invalid_alloc <= 1;
			end else begin
				alloc_addr <= alloc_addr + alloc_size;
				buffer_initd[n_buffers_allocd] <= 1;
				n_buffers_allocd <= n_buffers_allocd + 1;
                buf_info_write_data <= '0;
				buf_info_write_data[buf_info_width                  - 1 : buf_info_width -     addr_width              ] <= alloc_addr;
				buf_info_write_data[buf_info_width - 1 * addr_width - 1 : buf_info_width - 2 * addr_width              ] <= alloc_size_wm;
				buf_info_write_data[buf_info_width - 2 * addr_width - 1 : buf_info_width - 2 * addr_width - delay_width] <= alloc_delay_wm;
				buf_info_write_handle <= n_buffers_allocd;
				buf_info_write_enable <= 1;
				buf_data_new <= 0;
				write_handle_r <= n_buffers_allocd;
				buf_data_write_enable <= 1;
			end
		end else if (enable) begin
			if (read_wait) begin
				if (buf_data_write_enable) begin
					data_out <= buf_data_new;
					read_valid <= 1;
					read_wait <= 0;
					read_wait_one <= 1;
				end else if (write_state == IDLE) begin
					data_out <= buf_data[read_wait_handle];
					read_valid <= 1;
					read_wait <= 0;
					read_wait_one <= 1;
				end
			end else if (!read_wait_one && read_req) begin
				if (buf_data_invalid[read_handle]) begin
					read_wait <= 1;
					read_wait_handle <= read_handle;
				end else begin
					data_out <= buf_data[read_handle];
					read_valid <= 1;
					read_wait_one <= 1;
				end
			end
			case (write_state)
				IDLE: begin
					if (write_req) begin
						write_data_r <= write_data;
						write_inc_r <= write_inc;
						write_handle_r <= write_handle;
						buf_info_read_handle <= write_handle;
						invalid_write <= !buffer_initd[write_handle];
						write_inc_clamped <= (write_inc > max_delay_inc)
											  ? max_delay_inc
											  : ((write_inc < min_delay_inc)
												  ? min_delay_inc
												  : write_inc);
						write_state <= buffer_initd[write_handle] ? WRITE_1 : IDLE;
						write_ack <= 1;
					end
				end
				WRITE_1: begin
					write_state <= WRITE_2;
				end
				WRITE_2: begin
					{addr, size, delay, position, gain, wrapped} <= buf_info_read;
					write_state <= WRITE_3;
				end
				WRITE_3: begin
					buf_data_invalid[write_handle_r] <= 1;
					mem_data_out   <= write_data_r;
					mem_write_addr <= addr + position;
					mem_write_req  <= 1;
					write_state <= WRITE_4;
				end
				WRITE_4: begin
					if (mem_write_ack) begin
						mem_write_req <= 0;
						mem_read_addr <= delay_addr;
						mem_read_req  <= 1;
						delay <= delay + write_inc_clamped;
						write_state <= WRITE_5;
					end
				end
				WRITE_5: begin
					if (mem_read_valid) begin
						buf_data_in 	<= mem_data_in;
						mem_read_req 	<= 0;
						write_state <= WRITE_6;
					end
				end
				WRITE_6: begin
					buf_data_new <= product >>> 15;
					buf_data_write_enable <= 1;
					if (position == size - 1) begin
						wrapped <= 1;
						position <= 0;
					end else begin
						position <= position + 1;
					end
					if (wrapped && gain < 16'b0100000000000000)
						gain <= gain + 16'b0000000001000000;
					write_state <= WRITE_7;
				end
				WRITE_7: begin
					buf_info_write_data <= {addr, size, delay, position, gain, wrapped};
					buf_info_write_handle <= write_handle_r;
                    buf_data_invalid[write_handle_r] <= 0;
					buf_info_write_enable <= 1;
					write_state <= IDLE;
				end
			endcase
		end
	end
endmodule
`default_nettype wire
$ cat flow/config.mk
export PLATFORM = sky130hd
export DESIGN_NAME = delay_master
export DESIGN_NICKNAME = delay_master
export VERILOG_FILES = /design/flow/design.v
export SDC_FILE = /design/flow/constraint.sdc
export NUM_CORES = 4
export LEC_CHECK = 1
export CORE_UTILIZATION = 40
==> flow_summary.ini <==
; implementation run metrics
[synth]
ys_seq_share_pct = 69.91
synthTopCellsByArea = edfxtp_1, mux4_2, fa_1
synth_area_um2 = 147800
synth-edff-count = 3322
ys.flop_type = edfxtp_1
synthCells = 7772
top_cell = edfxtp_1
synth.largest_area_cell = edfxtp_1
ys.flops = 3500
synth_cell_type_count = 80
top_area_share_pct = 67.50
yosysCellCount = 7772
common_cells = edfxtp_1, mux4_2, nand2_1
async_flop_share_pct = 0
ys_area_um2 = 147800
synth_area_per_cell_um2 = 19.01
ys_warn_count = 1

[routing]
drt-total-wl_um = 383200
via_count = 74930
drt_first_pass_iters = 5
routedWlPerCell_um = 28.64
routed_via_density = 5.600
drtAntennaViolNets = 0
dr.first_iter.drc_count = 5083
drc_errors = 0

[clock_network]
cts_root_buffer = clkbuf_16
tritoncts = built
cts_hold_buffers = 0
clkLatencyLatePin_ns = 0.97
cts_buffer_depth = 4
clk_pin_slew_ns = 0.06
htree_num_levels = 5
cts.repair.resized = 0
numCtsBuffers = 360
post_cts.repair.setup_buffers = 0
clkSinkCount = 3500

[floorplan]
fp_util_pct = 40.31
pin_count = 199
core_um2 = 366700
fp-row-count = 222
dieArea_um2 = 371900
die_w_um = 609.8
die_h_um = 609.8

[layout]
drive_gt1_share_pct = 23.51
layout.cells.non_filler = 13380
design_area_um2 = 168900
syn2layout_area_growth_pct = 14.29
fill_cells = 29850

[critical_path]
critPathMaxStageDelay_ns = 0.67
cp-end-kind = flip-flop
critPathTopFamily = AND-OR/OR-AND gates
start_kind = primary input
crit_arrival_ns = 12.27
critPathKind = in -> reg
rr_worst_depth = 18
crit_start = alloc_size[0]
required_ns = 39.29
crit_fanout = 27
critical_path.cell_chain = clkdlybuf4s50_1 > ha_1 > fa_1 > a211o_1 > a2111oi_2 > o311ai_1 > o211ai_1 > xor2_1 > a31o_2 > nand2_1 > a21oi_4 > buf_4
critPathBufInv = 2
reg2reg_from = buf_data_in[1]
cpMaxStageDelayCell = a21oi_4
path_depth = 12

[placement]
place_hpwl_um = 225100
gp_congestion = 0.9237
dp_cells = 12700
dpl_cell_area_um2 = 156900
port_buffers = 175
post-place-ws_ns = 26.09

[worst_hold_path]
hp-class = reg -> reg
hold-path-cell-count = 0
hold_start = buf_info_read[72]

[power]
p_leak_nw = 55.75
power.total_w = 0.008205
irDropWorstVdd_mv = 0.04184
powerDensity_nw_per_um2 = 48.58

[global_route]
grt_antenna_before_repair = 14
grt_first_pass_wirelength_um = 556500
grt_use_total_pct = 22.83
overflow = 0
grt_start_max_net_pins = 94
grt_pass1_vias = 81220

[final_timing]
period_minus_slack_ns = 11.78
drv_slew = 0
fin_tns_setup_ns = 0
finalWorstSetupSlack_ns = 27.02
rsz0062_at_grt = false
setup_viol = 0
hold_viol_final = 0
slew_headroom_pct = 29.09
fmax_mhz = 84.87
post-route-period-util_pct = 30.37
fin_skew_ns = 0.1166
tightest_slew_ns = 1.064

[outcome]
status = finished clean

[job]
maxCapViolations = 0
tool_warnings = 55
cells by family (layout without fill, tap and decap cells):
logic type | Yosys count | after routing | share of synthesized area (%)
flip-flops | 3500 | 3500 | 69.91
AND/OR/NAND/NOR | 1239 | 1239 | 4.046
multiplexers | 1088 | 1088 | 15.35
buffers and inverters | 751 | 1529 | 1.945
AND-OR/OR-AND | 562 | 562 | 2.424
adder cells (fa/ha/maj) | 485 | 485 | 5.458
XOR/XNOR | 146 | 146 | 0.8653
other | 1 | 15 | 0.002538
worst register-to-register path, cell delays in order, from the launching register on:
cell and delay (ns):
edfxtp_1 0.70, nand2_1 0.25, inv_1 0.11, fa_1 0.70, inv_1 0.14, fa_1 0.74, inv_1 0.24, fa_1 0.50
fa_1 0.58, fa_1 0.43, fa_1 0.45, ha_1 0.36, a21o_1 0.18, a21o_1 0.16, a21oi_1 0.19, a2bb2oi_1 0.32
a31oi_1 0.22, o21a_1 0.22, nor3_1 0.69
sequential cells by signal (all words and copies together) (netlist names), 17 cells and up, named ones only:
name and flops:
buf_info 2496, buf_data 512, buf_info_read 78, buf_info_write_data 78
buffer_initd 32, delay 21, write_inc_clamped 21, gain 17
area by class of cell:
type,count,area (um^2),share of cell area [%]
multi-input combinational,3521,41960,24.84
clock inverter,175,1829,1.083
inverter,376,1411,0.8356
tap,4816,6026,3.568
clock buffer,495,10120,5.991
sequential,3500,103300,61.17
timing repair buffer,483,4200,2.487
antenna,14,35.03,0.02074
final timing paths:
kind	end	slack, ns
max	buf_info_write_data[15]	27.02
min	addr[7]	0.40
max reg2reg	buf_data_new[15]	31.30
min reg2reg	addr[7]	0.40
where the power goes:
part	total [W]	internal (W)	switching, W
clock network	0.00347	0.00204	0.00143
registers	0.00436	0.00427	0.0000887
logic	0.000377	0.000129	0.000248
cell usage in the layout, fill, tap and decap left out, types with 142 or more instances in the layout:
master / count
edfxtp_1: 3322
mux4_2: 928
nand2_1: 410
inv_1: 376
clkbuf_16: 370
buf_4: 298
fa_1: 266
nor2_1: 226
ha_1: 219
dfxtp_1: 176
clkdlybuf4s50_1: 173
mux2_2: 142
per-layer routing:
metal / up-vias / GRT usage (%) / wire, um
li1: 31840 / - / -
met1: 37650 / 27.21 / 121500
met2: 4795 / 33.41 / 181800
met3: 624 / 17.04 / 65510
met4: 18 / 6.490 / 13780
met5: - / 1.033 / 564
stage by stage:
| step | hold slack, ns | util (%) |
|---|---|---|
| final | 0.4033 | 46.07 |
| after global routing | 0.4086 | 46.07 |
| after CTS | 0.4032 | 46.06 |
| after detailed placement | 0.3887 | 42.80 |
| after global placement | 0.3884 | 42.80 |
| after floorplan | 0.3855 | - |
Power and IR drop assume default switching activity.
