**design/flow/design.v**
```verilog
`default_nettype none
module block_regfile #(parameter data_width = 16, parameter n_blocks = 256)
	(
		input wire clk,
		input wire reset,
		input wire [$clog2(n_blocks) - 1 : 0] n_active_blocks,
		input wire [$clog2(n_blocks) - 1 : 0] read_addr,
		output reg read_valid,
		input wire [$clog2(n_blocks) - 1 : 0] write_addr,
		input wire [data_width 		 - 1 : 0] write_value,
		input wire write_select,
		input wire write_enable,
		output reg [2 * data_width - 1 : 0] registers_packed_out,
		output wire [data_width - 1 : 0] register_0_out,
		output wire [data_width - 1 : 0] register_1_out,
		input wire sync,
		input wire [$clog2(n_blocks) - 1 : 0] sync_addr,
		input wire [2 * data_width   - 1 : 0] sync_value,
		output reg syncing
	);
	(* ram_style = "block" *)
	reg [2 * data_width - 1 : 0] registers [n_blocks - 1 : 0];
	reg [2 * data_width   - 1 : 0] read_back_val;
	reg write_select_latched;
	wire [$clog2(n_blocks) - 1 : 0] read_addr_int = write_enable ? write_addr : read_addr;
	reg  [$clog2(n_blocks) - 1 : 0] write_addr_int;
	reg  [2 * data_width   - 1 : 0] write_val_int;
	reg  [	data_width   - 1 : 0] write_val_latched;
	reg write_enable_int;
	reg [$clog2(n_blocks) - 1 : 0] sync_start_addr;
	reg [$clog2(n_blocks) - 1 : 0] sync_addr_prev;
	reg sync_addr_changed_ever;
	reg sync_addr_changed;
	reg sync_addr_wrapped;
	reg write_issued;
	assign register_0_out = registers_packed_out[	 data_width - 1 :		   0];
	assign register_1_out = registers_packed_out[2 * data_width - 1 : data_width];
	always @(posedge clk) begin
		registers_packed_out <= registers[read_addr_int];
		if (write_enable_int)
			registers[write_addr_int] <= write_val_int;
	end
	always @(posedge clk) begin
		write_enable_int <= 0;
		write_issued <= 0;
		if (reset) begin
			read_valid <= 0;
			syncing <= 0;
			sync_addr_changed <= 0;
		end else if (syncing) begin
			read_valid <= 0;
			sync_addr_prev <= sync_addr;
			sync_addr_changed <= (sync_addr != sync_addr_prev);
			sync_addr_changed_ever <= sync_addr_changed_ever | sync_addr_changed;
			if (sync_addr_changed_ever && sync_addr == sync_start_addr)
				sync_addr_wrapped <= 1;
			write_addr_int <= sync_addr_prev;
			write_val_int  <= sync_value;
			write_enable_int <= sync_addr_changed || (n_active_blocks < 2);
			syncing <= ~((n_active_blocks == 1) | sync_addr_wrapped);
		end else if (sync && |n_active_blocks) begin
			read_valid <= 0;
			syncing <= 1;
			sync_start_addr <= sync_addr;
			sync_addr_prev <= sync_addr;
			sync_addr_changed_ever <= 0;
			sync_addr_changed <= 0;
			sync_addr_wrapped <= 0;
		end else begin
			read_valid <= 1;
			syncing <= 0;
			if (write_enable) begin
				read_valid <= 0;
				write_issued <= 1;
				write_select_latched <= write_select;
				write_val_latched <= write_value;
				write_addr_int <= write_addr;
			end
			if (write_issued) begin
				if (write_select_latched)
					write_val_int <= {write_val_latched, register_0_out};
				else
					write_val_int <= {register_1_out, write_val_latched};
				write_enable_int <= 1;
			end
		end
	end
endmodule
`default_nettype wire
```
**design/flow/run.sh**
```bash
#!/bin/bash
# OpenROAD 26Q1-2900-gdf79404cd8, Yosys 0.63+post, stock flow scripts
make -C /OpenROAD-flow-scripts/flow DESIGN_CONFIG=/design/flow/config.mk WORK_HOME=/design/flow/orfs finish
```
**design/flow/config.mk**
```make
export PLATFORM = sky130hd
export DESIGN_NAME = block_regfile
export DESIGN_NICKNAME = block_regfile
export VERILOG_FILES = /design/flow/design.v
export SDC_FILE = /design/flow/constraint.sdc
export NUM_CORES = 4
export LEC_CHECK = 1
export CORE_UTILIZATION = 50
export SYNTH_MEMORY_MAX_BITS = 65536
```
**design/flow/constraint.sdc**
```tcl
current_design block_regfile

set clk_period 271.5
set clk_io_pct 0.2

create_clock -name clk0 -period $clk_period [get_ports {clk}]

set non_clock_inputs [all_inputs -no_clocks]
set_input_delay [expr $clk_period * $clk_io_pct] -clock clk0 $non_clock_inputs
set_output_delay [expr $clk_period * $clk_io_pct] -clock clk0 [all_outputs]
```
==> job_summary.md <==
### Flow metrics

| Metric | Value |
|---|---|
| Area overhead of the layout relative to synthesis | `13.9%` |
| Chain of cells forming the critical path | `buf_2, buf_4, mux2_8, buf_4, buf_4, buf_4, buf_12, buf_4, buf_4, buf_4, mux4_2, a2111oi_0, buf_4, nor3_1, buf_4, o41ai_2, nand4_1` |
| Data arrival time of the worst path | `62.91 ns` |
| HPWL after detailed placement | `611000 µm` |
| Number of cells on the worst hold path | `2` |
| P per Cell Area | `7.43 nW/µm²` |
| Starting DRC count in detailed routing | `13400` |
| Chip Width | `803 µm` |
| Worst Clk Skew | `0.0504 ns` |
| Adder-cell share of the synthesized area | `0%` |
| Boundary Pins | `151` |
| Worst supply voltage drop on vdd | `0.00740 mV` |
| Most frequent cells in the layout | `sky130_fd_sc_hd__edfxtp_1 (8267), sky130_fd_sc_hd__nand2_1 (2377), sky130_fd_sc_hd__mux2i_1 (1570)` |
| Synthesized netlist cell count | `18500` |
| Post-route fraction of the period consumed by the critical path | `22.8%` |
| Main flop type | `sky130_fd_sc_hd__edfxtp_1` |
| Hold buffers post-CTS | `0` |
| Number of buffers created by CTS | `816` |
| Max-slew violation count | `2` |
| Post-synthesis xor/xnor area fraction | `0.0437%` |
| Floorplan core density | `50.3%` |
| Maximum buffer depth of the clock tree | `4` |
| Commonest non-fill, non-tap cell in the layout | `sky130_fd_sc_hd__edfxtp_1` |
| Cell leakage power | `119 nW` |
| Transition at the pin with the smallest max-transition slack | `1.51 ns` |
| Number of hold violations in the final report | `0` |
| Number of sinks on the clock net | `8304` |
| Fraction of the mapped netlist area in simple logic gates | `5.17%` |
| Total negative slack | `0 ns` |
| GRT Util Overall | `36.4%` |
| Inst Count DP | `27000` |
| Crit path max-delay cell type | `sky130_fd_sc_hd__o41ai_2` |
| Element type at the critical path start | `primary input` |
| Num rows | `293` |
| Critical path fanouts, max | `72` |
| Remaining number of nets flagged by the antenna check after routing | `0` |
| Detailed-route via count | `181000` |
| Mux frac, synth | `9.86%` |
| Path category of the worst min-delay check | `flop to flop` |
| FILL cells | `46500` |
| Critical path endpoint category | `flop` |
| Max-slew headroom | `-1.86%` |
| Vias in the first global route | `188000` |
| Hold_ws | `0.491 ns` |
| Core ar. | `638000 µm²` |
| Post-Place Setup Slack | `208.33 ns` |
| Minimum setup slack among reg-to-reg paths | `267.68 ns` |
| Failing checks | `max-capacitance violations, max-slew violations` |
| Iteration tally of the first detailed-router pass | `5` |
| Die Size | `645000 µm²` |
| Post-detailed-route via-to-cell ratio | `6.33` |
| Longest individual stage delay on the worst path | `0.83 ns` |
| Per-instance average area after synthesis | `17.3 µm²` |
| Req. time, crit path | `272.51 ns` |
| Outcome | `finished with violations` |
| Startpoint of the lowest-slack register-to-register path | `write_addr_int[2]` |
| Yosys aoi share | `5.52%` |
| DR WL/cell | `36.7 µm` |
| Fraction of the core area covered by cells at the end of the flow | `57.3%` |
| Tool Warnings | `42` |
| Final setup margin | `209.59 ns` |
| Dominant combinational cell family by area after synthesis | `multiplexers` |
| Crit Path Category | `primary input to flop` |
| Post-synthesis cell type count | `53` |
| Detailed-route wire length | `1050000 µm` |
| Number of failing setup endpoints in the final timing report | `0` |
| Number of enable-type register cells in the synthesized netlist | `8267` |
| Post-synthesis async set-or-reset flop share | `0%` |
| Capture endpoint of the worst hold path | `syncing` |
| RSZ-0062 raised after global routing | `false` |
| PortBufs | `150` |
| CTS HTree Levels | `6` |
| Buffers inserted during post-CTS setup optimization | `0` |
| Clock-pin slew of the registers on the worst-case setup and hold paths | `0.06 ns` |
| Cell repeated most along the worst path | `sky130_fd_sc_hd__buf_4` |
| Part of the Yosys area used for sequential elements | `77.6%` |
| Flop and latch count out of synthesis | `8304` |
| Cell count listed in synth_stat.txt | `18500` |
| First-pass GRT wire length | `1450000 µm` |
| Master cell of the clock root buffer | `sky130_fd_sc_hd__clkbuf_16` |
| Hold path startpoint | `sync_addr_wrapped` |
| GR Overflow Total | `0` |
| Max-cap violations | `1` |
| Final instance count without filler cells | `28500` |
| Number of synthesis warnings | `1` |
| Number of antenna violations at the first check in global routing | `48` |
| Latest clock arrival within the worst-skew pair | `1.18 ns` |
| Clock tree from TritonCTS | `done` |
| Routability congestion estimate | `0.930` |
| Depth of the most critical reg-to-reg path | `6` |
| Die outline height | `803 µm` |
| Post-route minimum period | `61.91 ns` |
| Final routed DRC violation total | `0` |
| Largest net degree at the start of global routing | `110` |
| Timing-limited maximum frequency | `16.2 MHz` |
| Total cell area reported by yosys after synthesis | `321000 µm²` |
| Fraction of final layout cells sized beyond drive strength 1 | `17.1%` |
| Total of cells resized after clock tree synthesis | `0` |
| Reg-to-reg critical path endpoint | `registers[191][3]` |
| Synth Cell Area | `321000 µm²` |
[through the flow]
stage                     instance area (µm²)  total power (W)
after global routing                   365000          0.00278
after detailed placement               340000          0.00165
after global placement                 340000          0.00165
final                                  365000          0.00271
after CTS                              365000          0.00272
after floorplan                        321000          0.00155
[sequential cells by signal, indices dropped and copies added, names as in the netlist, 8 cells and up]
name                  cells
write_addr_int            8
write_val_int            32
sync_start_addr           8
sync_addr_prev            8
registers              8192
registers_packed_out     32
write_val_latched        16
[worst max-delay path, delay by kind of cell]
kind | cells | cell delay, ns
AND/OR/NAND/NOR | 2 | 0.31
multiplexers | 2 | 1.16
buffers and inverters | 11 | 5.21
AND-OR/OR-AND | 2 | 1.53
[cell families after synthesis]
logic type,count (synthesis)
mux,2282
compound gates,2705
flops,8304
xor+xnor,16
simple gates,3953
buf+inv,1266
[how the worst max path moves through the flow]
stage	slack, ns	endpoint	startpoint
CTS	209.58	registers_packed_out[10]	write_enable
global route	209.13	registers_packed_out[10]	write_enable
finish	209.59	registers_packed_out[10]	write_enable
[layer usage]
| layer | up-vias | GRT usage [%] | part of all wire [%] |
|---|---|---|---|
| li1 | 75900 | - | - |
| met1 | 88700 | 42.1 | 29 |
| met2 | 13900 | 47.1 | 43 |
| met3 | 2178 | 34.5 | 22 |
| met4 | 118 | 14.2 | 5.4 |
| met5 | - | 9.55 | 0.72 |
[area by class of cell]
class | instances | area [µm²] | area share, %
Clock buffer | 1076 | 21900 | 6.00
Sequential cell | 8304 | 249000 | 68.2
Antenna cell | 65 | 163 | 0.0445
Tap cell | 8407 | 10500 | 2.88
Inverter | 6 | 22.5 | 0.00617
Timing Repair Buffer | 1310 | 10500 | 2.88
Multi-Input combinational cell | 8956 | 69700 | 19.1
Clock inverter | 420 | 3420 | 0.937
[cells in the mapped netlist (all sizes together), types with 48 or more instances]
cell type	count	share of area, %
o22ai	520	1.0
mux2i	1573	4.9
nand4	102	0.20
edfxtp	8267	77
o21ai	466	0.73
nand3	901	1.4
nor2	299	0.35
buf	565	0.96
a311oi	236	0.64
o221ai	280	0.76
o41ai	109	0.30
nor3	243	0.38
a2111oi	236	0.64
mux4	700	4.9
nand2	2386	2.8
clkbuf	695	0.81
a21oi	742	1.2
a31oi	48	0.094
[where the power goes]
part	total [W]	switching (W)	internal, W
logic	0.000213	0.000153	0.0000600
registers	0.00142	0.00000442	0.00141
clock network	0.00108	0.000477	0.000606
Power figures rest on the tool's default switching activity, not on a simulated workload.
